===== ./run.sh =====
#!/bin/bash
# OpenROAD 26Q1-2900-gdf79404cd8, Yosys 0.63+post, stock flow scripts
make -C /OpenROAD-flow-scripts/flow DESIGN_CONFIG=/design/flow/config.mk WORK_HOME=/design/flow/orfs finish

===== ./config.mk =====
export PLATFORM = sky130hd
export DESIGN_NAME = mul
export DESIGN_NICKNAME = mul
export VERILOG_FILES = /design/flow/design.v
export SDC_FILE = /design/flow/constraint.sdc
export NUM_CORES = 4
export LEC_CHECK = 1
export CORE_UTILIZATION = 40

===== ./constraint.sdc =====
current_design mul

set clk_period 9.3
set clk_io_pct 0.2

create_clock -name clk0 -period $clk_period [get_ports {clk}]

set non_clock_inputs [all_inputs -no_clocks]
set_input_delay [expr $clk_period * $clk_io_pct] -clock clk0 $non_clock_inputs
set_output_delay [expr $clk_period * $clk_io_pct] -clock clk0 [all_outputs]

===== ./design.v =====
module PIPO1 ( dout , din, ld,clk);
    input [15: 0 ] din;
    input ld,clk;
    output reg [15:0] dout;
    always @(posedge clk)
        if (ld) 
            dout <= din;
endmodule
module PIPO2( dout , din, ld, clr,clk );
     input [15: 0 ] din;
    input ld,clk, clr;
    output reg [15:0] dout;
    always @(posedge clk)
        if (clr) 
            dout <= 16'b0;
        else if (ld) 
                dout <= din;
endmodule
module add(out , a , b );
    input [15: 0 ] a,b;
    output reg [15:0] out;
    always @(*)
        out = a + b;
endmodule
module comp( eqz , data);
    input[15:0] data;
    output eqz;
    assign eqz = (data==0);
endmodule
module cntr( dout, din, ld, dec, clk);
    input [15:0]din;
    input ld, dec,clk;
    output reg [ 15:0] dout;
    always @(posedge clk)
        if (ld) dout <= din;
        else if (dec) dout <= dout-1;
endmodule
module controller( lda, ldb, ldp, clrp, decb,done, clk, eqz, start);
    input clk , eqz, start;
    output reg lda,ldb,ldp, clrp,decb,done;
    reg [2:0] state;
    parameter s0=3'b000;
    parameter s1=3'b001;
    parameter s2=3'b010;
    parameter s3=3'b011;
    parameter s4=3'b100;
    always @ ( posedge clk)
        begin 
        case (state)
            s0: if ( start) state <= s1;
            s1: state <= s2;
            s2: state <= s3;
            s3: #2 if (eqz) state <= s4;
                    else state <=s3;
            s4: state <= s4;
        default : state <= s0;
        endcase 
    end
    always @ ( state)
        begin 
        case (state)
            s0: begin #1 lda=0 ;ldb=0 ;ldp=0 ;clrp= 0;decb=0 ;done = 0 ;end
            s1: begin #1 lda=1 ;done = 0 ;end
            s2: begin #1 lda= 0;ldb=1;clrp=1 ;done = 0 ;end
            s3: begin #1 ldb=0; ldp= 1 ;clrp= 0;decb=1 ;done = 0 ;end
            s4: begin #1 done= 1  ;ldb=0 ;ldp= 0 ;decb=0 ;end
            default begin #1 lda = 0 ; ldb = 0; ldp = 0; clrp= 0 ; decb=0;done = 0 ; end
        endcase
        end
endmodule
module mul(eqz, lda,ldb,ldp,clrp,decb,data_in,clk, product);
    input lda,ldb,ldp,clrp,decb,clk;  
    input [15:0] data_in;
    output eqz;  
    wire [15:0] x,y,z,bout,bus;
    output [15:0] product;
    assign bus = data_in; 
    assign product = y;
    PIPO1 A (x, bus, lda, clk);
    PIPO2 P ( y,z,ldp,clrp,clk);
    cntr B ( bout, bus, ldb, decb, clk);
    add d ( z,x,y);
    comp e ( eqz, bout);
endmodule

==> impl_metrics.ini <==
; yosys + openroad results
[run_status]
status = completed

[worst_setup_path]
crit_path_top_delay_cell = clkdlybuf4s50_1
crit_cells = 7
worstSetupEndpointType = primary output
reg2reg_to = P.dout[12]
start_kind = flop
r2r_slack_ns = 6.80
path_class = flop to primary output
cp_cell_sequence = inv_1 -> ha_1 -> nor2b_1 -> nand2_1 -> nor3_1 -> nor4bb_1 -> clkdlybuf4s50_1
worst-endpoint-arrival_ns = 2.54
path_max_fanout = 3
crit_required_ns = 7.44
critPathBufInv = 2
r2r-start = A.dout[0]
ff2ff_path_depth = 8
max_stage_delay_ns = 0.50
cp_top_family = simple AND/OR/NAND/NOR gates

[power]
powerDensity_nw_per_um2 = 178
p_leak_nw = 1.23
irDropWorstVdd_v = 0.0000624

[synth]
async_reset_ff_share_pct = 0
yosys.area_share.xor_xnor_pct = 6.86
synthCells = 265
ys_cells = 265
synthesis.area_um2 = 2680
yosys_warnings = 4
ff_type = edfxtp_1
numSynthFlops = 48
yosysChipArea_um2 = 2680
synth-compound-area-share_pct = 15.2
postSynthSeqShare_pct = 47.8
syn_avg_cell_area_um2 = 10.1
synth-edff-count = 32
ys_types = 51
ys_sh_simple_pct = 17.0
top_logic_kind = simple AND/OR/NAND/NOR gates
synth_adder_area_share_pct = 8.22
synthMuxAreaShare_pct = 2.66

[cts]
cts_buffers = 5
cts_tree = done
postCtsSetupBuffers = 0
clockBufferDepth = 2
insertion_delay_ns = 0.30
clkSinkCount = 48
holdBufCountCts = 0
cts_root_buf = clkbuf_8
ctsResizeCount = 0
htreeDepth = 2
path_clk_slew_ns = 0.09

[sta]
final_hold_viol_count = 0
rsz0062_at_grt = no
max-slew-margin-rel_pct = 53.9
setup_viol = 0
finalClockPeriodUsage_pct = 47.3
finalCriticalPeriod_ns = 4.40
fin_setup_tns_ns = 0
slew_viol_final = 0
skew_ns = 0.0110
fmax_mhz = 227
tightest_slew_ns = 0.690

[routing]
ant_nets = 0
first_iter_violations = 73
drc_errors = 0
first_pass_iters = 20
viasPerCell = 5.12
antenna_cells = 0
via_count = 1952
routed_wl_um = 4920
routedWlPerCell_um = 12.9

[finish]
stdcell_count = 381
layout-drive-gt1-share_pct = 4.61
area.growth.synth_to_final_pct = 20.2

[min_path]
hold_end = P.dout[14]
min_from = P.dout[14]
hold_depth = 2
hold_path.class = flop to flop

[global_route]
antenna_found_initial = 0
grt_pass1_wl_um = 8420
overflow = 0
grt_pass1_vias = 1831
grt_max_degree = 34
grt_use_total_pct = 15.5

[die]
io_pins = 39
die_h_um = 83.9
fp.coreArea_um2 = 6420
chipArea_um2 = 7030
die-width_um = 83.9
rows = 29
fp_util_pct = 41.7

[placement]
numPortBuffers = 38
place.gp.congestion = 0.848
place_inst = 373
dp_hpwl_um = 3830

[flow_run]
stage_log_warnings = 25
cap_violations = 0
-- cells by family (layout without fill, tap and decap cells) --
group | Yosys count | count (layout)
simple gates | 95 | 95
compound gates | 61 | 61
flops | 48 | 48
xor+xnor | 21 | 21
fa+ha+maj | 17 | 17
buf+inv | 16 | 55
mux | 7 | 7
-- area by class of cell --
class                   instances  area, µm²
repair buffers                 39        388
inverters                       8       30.0
flip-flops and latches         48       1280
multi-input cells             201       1340
well taps                      77       96.3
fillers                       582       3200
clock buffers                   5       68.8
clock inverters                 3       18.8
-- power breakdown --
group | internal, mW | switching [mW]
clock network | 0.0520 | 0.0711
logic | 0.0899 | 0.0817
registers | 0.257 | 0.0213
-- Yosys cell counts, types with 2 or more instances --
cell | number | share of area, %
o311ai_0 | 2 | 0.65
inv_1 | 8 | 1.1
a21o_1 | 3 | 0.84
nor4_1 | 3 | 0.70
clkbuf_1 | 7 | 0.98
o211ai_1 | 2 | 0.56
xnor2_1 | 15 | 4.9
a21oi_1 | 12 | 2.2
o21ai_0 | 18 | 3.4
ha_1 | 16 | 7.5
dfxtp_1 | 16 | 12
o21a_1 | 3 | 0.84
o21bai_1 | 2 | 0.56
xor2_1 | 6 | 2.0
o32ai_1 | 2 | 0.65
or2_2 | 2 | 0.47
nor3_1 | 8 | 1.5
nor2b_1 | 5 | 1.2
and3_1 | 4 | 0.93
nand3_1 | 6 | 1.1
o22ai_1 | 4 | 0.93
nand2_1 | 35 | 4.9
nor2_1 | 22 | 3.1
edfxtp_1 | 32 | 36
mux2i_1 | 6 | 2.2
-- state kept, by name, indices dropped and copies added (netlist names) --
name,cells
A.dout,16
B.dout,16
P.dout,16
-- metrics by stage --
| step | worst slack (ns) | cell area, µm² | utilization, % | power (mW) | hold slack [ns] |
|---|---|---|---|---|---|
| 2_1_floorplan | 6.03 | 2680 | - | 0.394 | 0.459 |
| 3_3_place_gp | 5.23 | 3130 | 48.8 | 0.455 | 0.516 |
| 3_5_place_dp | 5.19 | 3130 | 48.8 | 0.454 | 0.501 |
| 4_1_cts | 4.87 | 3220 | 50.2 | 0.578 | 0.518 |
| 5_1_grt | 4.74 | 3220 | 50.2 | 0.613 | 0.533 |
| 6_report | 4.90 | 3220 | 50.2 | 0.573 | 0.518 |
-- per-layer routing --
layer / routed length, µm / global-route usage, %
met4: 78 / 2.66
met3: 166 / 2.31
met5: 0 / 0
met1: 2620 / 26.2
met2: 2060 / 22.7
-- worst reg2reg max path, cell delays in order, from the launching register on --
cell	delay, ns
edfxtp_1	0.41
ha_1	0.23
fa_1	0.42
a21oi_1	0.23
o22ai_1	0.16
and3_1	0.20
or2_1	0.27
o31a_1	0.25
o311ai_1	0.24
-- worst max-delay path by stage --
stage	from	to	slack, ns
after CTS	B.dout[0]	eqz	4.87
after global routing	B.dout[0]	eqz	4.74
final	B.dout[0]	eqz	4.90
-- placed cells by master (no fill, tap or decap), types with 4 or more instances in the layout --
cell type and n:
a21oi_1 12, and3_1 4, clkbuf_8 5, clkdlybuf4s50_1 38
dfxtp_1 16, edfxtp_1 32, ha_1 16, inv_1 8
mux2i_1 6, nand2_1 35, nand3_1 6, nor2_1 22
nor2b_1 5, nor3_1 8, o21ai_0 18, o22ai_1 4
xnor2_1 15, xor2_1 6
Power figures rest on the tool's default switching activity, not on a simulated workload.
